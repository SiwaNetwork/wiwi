$ cat design/flow/design.v
module synchronizer (
    input wire clk,         
    input wire async_in,    
    output wire sync_out    
);
    reg sync_ff1;
    reg sync_ff2;
    always @(posedge clk) begin
        sync_ff1 <= async_in;   
        sync_ff2 <= sync_ff1;   
    end
    assign sync_out = sync_ff2;
endmodule
module single_bit_fifo_cdc (
    input wire clk,        
    input wire rst,        
    input wire data_in,    
    output reg data_out    
);
    reg [1:0] fifo;        
    reg rd_ptr, wr_ptr;    
    always @(negedge clk or posedge rst) begin
        if (rst) begin
            wr_ptr <= 1;
            fifo[0] <= 0;
            fifo[1] <= 0;
        end else begin
            fifo[wr_ptr] <= data_in;
            wr_ptr <= ~wr_ptr;
        end
    end
    always @(posedge clk or posedge rst) begin
        if (rst) begin
            rd_ptr <= 0;
            data_out <= 0;
        end else begin
            data_out <= fifo[rd_ptr];
            rd_ptr <= ~rd_ptr;
        end
    end
endmodule
module data_synchronizer (
    input wire clk,        
    input wire rst,        
    input wire data_in,    
    output reg data_out    
);
    reg sampled_data;      
    reg fifo_stage1, fifo_stage2;   
    always @(negedge clk or posedge rst) begin
        if (rst) begin
            sampled_data <= 0;
        end else begin
            sampled_data <= data_in;
        end
    end
    always @(posedge clk or posedge rst) begin
        if (rst) begin
            fifo_stage1 <= 0;
            fifo_stage2 <= 0;
            data_out <= 0;
        end else begin
            fifo_stage1 <= sampled_data;   
            fifo_stage2 <= fifo_stage1;    
            data_out <= fifo_stage2;       
        end
    end
endmodule
module dio0_state_machine (
    input wire clk,             
    input wire reset,           
    input wire dio0_in,         
    input wire stm_toggle_in,   
    output reg output_signal    
);
    localparam RESET   = 2'b00;
    localparam STATE_1 = 2'b01;
    localparam STATE_2 = 2'b10;
    reg [1:0] current_state, next_state;
    reg dio0_in_sync1, dio0_in_sync2;
    reg stm_toggle_in_sync1, stm_toggle_in_sync2;
    reg dio0_in_d, stm_toggle_in_d;
    always @(posedge clk or posedge reset) begin
        if (reset) begin
            current_state <= RESET;
            dio0_in_sync1 <= 1'b0;
            dio0_in_sync2 <= 1'b0;
            stm_toggle_in_sync1 <= 1'b0;
            stm_toggle_in_sync2 <= 1'b0;
            dio0_in_d <= 1'b0;
            stm_toggle_in_d <= 1'b0;
        end else begin
            current_state <= next_state;
            dio0_in_sync1 <= dio0_in;
            dio0_in_sync2 <= dio0_in_sync1;
            dio0_in_d <= dio0_in_sync2;
            stm_toggle_in_sync1 <= stm_toggle_in;
            stm_toggle_in_sync2 <= stm_toggle_in_sync1;
            stm_toggle_in_d <= stm_toggle_in_sync2;
        end
    end
    always @(*) begin
        next_state = current_state;
        output_signal = 1'b1;  
        case (current_state)
            RESET: begin
                output_signal = 1'b1;
                if (dio0_in_sync2 && !dio0_in_d) begin  
                    next_state = STATE_1;
                end
            end
            STATE_1: begin
                output_signal = 1'b0;
                if (stm_toggle_in_sync2 && !stm_toggle_in_d) begin  
                    next_state = STATE_2;
                end
            end
            STATE_2: begin
                output_signal = 1'b0;
                if (!stm_toggle_in_sync2 && stm_toggle_in_d) begin  
                    next_state = RESET;
                end
            end
            default: begin
                next_state = RESET;
            end
        endcase
    end
endmodule
module data_serializer (
    input wire clk,              
    input wire rst,              
    input wire [12:0] data_in,   
    input wire data_strobe,      
    output wire clk_out,          
    output reg data_out          
);
    reg [15:0] shift_reg;
	reg clk_out_enable;
    reg [5:0] bit_counter;
	reg [15:0] test_counter; 
    parameter STATE_A = 1'b0, STATE_B = 1'b1;
    reg state, next_state;
	reg data_strobe_d;   
    always @(*) begin
        next_state = state;  
        if (data_strobe && !data_strobe_d) begin   
            case (state)
                STATE_A: next_state = STATE_B;
                STATE_B: next_state = STATE_A;
                default: next_state = STATE_A;
            endcase
        end
    end
    always @(posedge clk or posedge rst) begin
        if (rst) begin
            state <= STATE_A;
            data_strobe_d <= 0;
        end else begin
            state <= next_state;
            data_strobe_d <= data_strobe;   
        end
    end
	always @(negedge clk or posedge rst) begin
		if (rst) begin
			clk_out_enable <= 1'b0;
		end else if ( bit_counter != 0 ) begin
			clk_out_enable <= 1'b1;
		end else begin
			clk_out_enable <= 1'b0;
		end
	end
	assign clk_out = (clk_out_enable) ? clk : 0;	
    always @(posedge clk or posedge rst) begin
        if (rst) begin
            bit_counter <= 6'b0;
			data_out <= 0;
			shift_reg <= 16'b0;
			test_counter <= 16'b0;
        end else if (data_strobe) begin
            bit_counter <= 6'd16;
			shift_reg <= { { 3{ data_in[12] } }, data_in };  
			test_counter <= test_counter + 1;
        end else if ( bit_counter != 0 ) begin
			bit_counter <= bit_counter - 1'b1;
			data_out <= shift_reg[0];
            shift_reg <= {1'b0, shift_reg[15:1]};
		end else begin
			data_out <= 0;
		end
    end
endmodule
$ cat design/flow/run.sh
#!/bin/bash
# OpenROAD 26Q1-2900-gdf79404cd8, Yosys 0.63+post, stock flow scripts
make -C /OpenROAD-flow-scripts/flow DESIGN_CONFIG=/design/flow/config.mk WORK_HOME=/design/flow/orfs finish
$ cat design/flow/config.mk
export PLATFORM = sky130hd
export DESIGN_NAME = data_serializer
export DESIGN_NICKNAME = data_serializer
export VERILOG_FILES = /design/flow/design.v
export SDC_FILE = /design/flow/constraint.sdc
export NUM_CORES = 4
export LEC_CHECK = 1
export CORE_AREA = 10 10 100 100
export DIE_AREA = 0 0 110 110
$ cat design/flow/constraint.sdc
current_design data_serializer

set clk_period 4.3
set clk_io_pct 0.2

create_clock -name clk0 -period $clk_period [get_ports {clk}]

set non_clock_inputs [all_inputs -no_clocks]
set_input_delay [expr $clk_period * $clk_io_pct] -clock clk0 $non_clock_inputs
set_output_delay [expr $clk_period * $clk_io_pct] -clock clk0 [all_outputs]
==> flow_summary_export.csv <==
group,metric,value,unit
synthesis,syn_avg_cell_area,10.6,um^2
power,power.density,585,mW/mm^2
final_timing,final-hold-violation-count,0,
cts,post_cts_resized,1,
setup_path,critical_path_arrival,3250,ps
setup_path,path_depth,2,
detailed_routing,drtIter0Drc,83,
die,chipArea,0.0121,mm^2
detailed_routing,n_antenna_cell,0,
setup_path,crit_chain,"and2_1, dlygate4sd2_1",
placement,port_buffers,17,
layout,final_util,20.6,%
cts,cts.clk_slew.worst_paths,80,ps
setup_path,endpoint_kind,"output pin",
setup_path,worstRegToRegCells,4,
placement,dp_hpwl,1.96,mm
die,dieWidth,110,um
synthesis,top_area_share,46.6,%
final_timing,max-slew-margin-rel,53.9,%
synthesis,ys_ff,24,
synthesis,top_cell,"dfrtp_1",
die,io_pins,18,
global_route,grt_overflow,0,
die,die_h,110,um
detailed_routing,detail-route-antenna-nets,0,
placement,dp.cells,229,
detailed_routing,met3_wirelength,163,um
detailed_routing,drt-total-wl,3.13,mm
final_timing,maxSlewViolCount,0,
detailed_routing,drt_first_pass_iters,4,
layout,largest_reg_flops,16,
global_route,grt_max_degree,27,
flow_run,warnings,28,
layout,drive_gt1_share,13.4,%
setup_path,crit_path_max_fanout,1,
run_status,status,"finished, final reports clean",
setup_path,worstReg2RegEnd,"clk_out_enable",
setup_path,crit_type,"flip-flop to output pin",
detailed_routing,wl_per_cell,13.3,um
final_timing,fin_tns_setup,0,ps
cts,holdBufCountCts,0,
die,core-area,0.00781,mm^2
synthesis,synth_stat.cells,117,
synthesis,synthDistinctLibCells,30,
setup_path,endpoint,"clk_out",
final_timing,worstMarginPinSlew,691,ps
detailed_routing,routed_via_density,4.31,
setup_path,worstReg2RegStart,"bit_counter[0]",
setup_path,path_delay_family,"flip-flops",
setup_path,path_buffers,1,
final_timing,rsz0062_at_grt,"false",
cts,cts_tree,"yes",
detailed_routing,highest_layer,"met4",
global_route,grt_antenna_before_repair,0,
final_timing,setup_viol,0,
setup_path,ff2ff_setup_slack,920,ps
setup_path,worstSetupStartpoint,"clk_out_enable",
synthesis,top_area_cell,"dfrtp_1",
global_route,grt_pass1_vias,1007,
synthesis,syn_area,0.00123,mm^2
synthesis,synth-edff-count,0,
layout,nFillCells,847,
synthesis,yosys-stat-area,0.00123,mm^2
setup_path,slowest_stage,"dfrtn_1",
detailed_routing,drcViolationCount,0,
synthesis,common_cells,"dfrtp_1, o21ai_0, a31oi_1",
synthesis,flop_cell,"dfrtp_1",
setup_path,crit_required,3440,ps
cts,clock_latency,400,ps
layout,area_delta_synth_final,30.0,%
synthesis,postSynthSeqShare,48.6,%
power,p_leak,0.000608,uW
synthesis,synthArstFlopShare,100,%
layout,finalNonFillerCells,236,
synthesis,area_leaders,"dfrtp_1, a2bb2oi_1, a31oi_1",
power,peakVddDrop,0.000277,V
cts,postCtsSetupBuffers,0,
final_timing,clock_skew,24.8,ps
placement,gp_congestion,0.739,
detailed_routing,wl_met1,1.55,mm
detailed_routing,wl_met2,1.38,mm
synthesis,yosysWarnings,1,
global_route,grt_pass1_wl,5.11,mm
flow_run,drv_cap,0,
setup_path,max_stage_delay,320,ps
detailed_routing,routed-via-count,1016,
global_route,grtUsageTotal,5.23,%
min_path,hp-class,"flip-flop to flip-flop",
die,initCoreUtil,15.8,%
die,num_rows,32,
synthesis,synth_cells,117,
setup_path,startpoint_type,"flip-flop",
worst min path at each step:
stage	from	endpoint	slack [ps]	depth (start not counted)
6_report	data_out	data_out	510	2
4_1_cts	data_out	data_out	510	2
5_1_grt	data_out	data_out	530	2
report_power, final:
group          total [uW]  switching, uW  internal, uW  leakage [uW]
registers             335           52.9           282      0.000278
clock network         288           90.2           198     0.0000651
logic                 315            194           121      0.000265
total                 939            337           601      0.000608
layout make-up:
cell class,instances,area [um^2],area share [%]
Multi-Input combinational cell,77,547,34.1
Tap cell,102,128,7.95
Sequential cell,24,601,37.4
Clock buffer,7,91.3,5.69
Clock inverter,1,30.0,1.87
Timing Repair Buffer,20,190,11.8
Inverter,5,18.8,1.17
routing by layer:
layer | vias to the layer above | track usage, %
met5 | - | 0
met4 | 0 | 0.836
met3 | 3 | 2.12
met2 | 18 | 7.41
met1 | 516 | 7.45
li1 | 479 | -
stage by stage:
step | worst slack, ps | hold slack, ps | cell area [um^2] | power (uW)
6_report | 194 | 509 | 1610 | 939
3_5_place_dp | 384 | 479 | 1490 | 674
2_1_floorplan | 848 | 430 | 1230 | 592
3_3_place_gp | 377 | 479 | 1490 | 670
4_1_cts | 176 | 510 | 1610 | 944
5_1_grt | 135 | 528 | 1610 | 1010
cell usage in the layout, fill, tap and decap left out, drive strengths merged, types with 2 or more instances in the layout:
master / synthesis / routed
or3: 3 / 3
nand2: 3 / 3
a2bb2oi: 12 / 12
a31oi: 15 / 15
a21oi: 4 / 4
nor3b: 2 / 2
nor3: 4 / 4
nand3: 2 / 2
ha: 2 / 2
clkdlybuf4s50: 0 / 16
clkbuf: 4 / 6
nor2: 2 / 2
buf: 7 / 4
inv: 5 / 5
a31o: 2 / 2
dfrtp: 23 / 23
o21ai: 18 / 18
worst register-to-register path, delay by kind of cell (launching register included):
kind,cells,cell delay [ps]
fa+ha+maj,1,190
buf+inv,1,140
flops,1,460
simple gates,2,290
cell families after synthesis:
logic type	synth area share [%]
AOI/OAI and AO/OA	32.3
DFF	48.6
and+or+nand+nor	9.93
buffers and inverters	7.09
adders and majority gates	2.03
Power is estimated from default activity; no workload was simulated.
