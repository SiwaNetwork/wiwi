==> /design/flow/design.v <==
`timescale 1ns / 1ps
module cic_decimator #(
    parameter WIDTH = 16,
    parameter RMAX = 2,
    parameter M = 1,
    parameter N = 2,
    parameter REG_WIDTH = WIDTH+$clog2((RMAX*M)**N)
)
(
    input  wire                      clk,
    input  wire                      rst,
    input  wire [WIDTH-1:0]          input_tdata,
    input  wire                      input_tvalid,
    output wire                      input_tready,
    output wire [REG_WIDTH-1:0]      output_tdata,
    output wire                      output_tvalid,
    input  wire                      output_tready,
    input  wire [$clog2(RMAX+1)-1:0] rate
);
reg [$clog2(RMAX+1)-1:0] cycle_reg = 0;
reg [REG_WIDTH-1:0] int_reg[N-1:0];
wire [REG_WIDTH-1:0] int_reg_0 = int_reg[0];
wire [REG_WIDTH-1:0] int_reg_1 = int_reg[1];
reg [REG_WIDTH-1:0] comb_reg[N-1:0];
wire [REG_WIDTH-1:0] comb_reg_0 = comb_reg[0];
wire [REG_WIDTH-1:0] comb_reg_1 = comb_reg[1];
assign input_tready = output_tready | (cycle_reg != 0);
assign output_tdata = comb_reg[N-1];
assign output_tvalid = input_tvalid & cycle_reg == 0;
genvar k;
integer i;
initial begin
    for (i = 0; i < N; i = i + 1) begin
        int_reg[i] <= 0;
        comb_reg[i] <= 0;
    end
end
generate
for (k = 0; k < N; k = k + 1) begin : integrator
    always @(posedge clk) begin
        if (rst) begin
            int_reg[k] <= 0;
        end else begin
            if (input_tready & input_tvalid) begin
                if (k == 0) begin
					if ( input_tdata == 1'b1 ) begin
						int_reg[k] <= $signed(int_reg[k]) + 1;						
					end else begin
						int_reg[k] <= $signed(int_reg[k]) - 1;
					end						
                end else begin
                    int_reg[k] <= $signed(int_reg[k]) + $signed(int_reg[k-1]);
                end
            end
        end
    end
end
endgenerate
generate
for (k = 0; k < N; k = k + 1) begin : comb
    reg [REG_WIDTH-1:0] delay_reg[M-1:0];
    initial begin
        for (i = 0; i < M; i = i + 1) begin
            delay_reg[i] <= 0;
        end
    end
    always @(posedge clk) begin
        if (rst) begin
            for (i = 0; i < M; i = i + 1) begin
                delay_reg[i] <= 0;
            end
            comb_reg[k] <= 0;
        end else begin
            if (output_tready & output_tvalid) begin
                if (k == 0) begin
                    delay_reg[0] <= $signed(int_reg[N-1]);
                    comb_reg[k] <= $signed(int_reg[N-1]) - $signed(delay_reg[M-1]);
                end else begin
                    delay_reg[0] <= $signed(comb_reg[k-1]);
                    comb_reg[k] <= $signed(comb_reg[k-1]) - $signed(delay_reg[M-1]);
                end
                for (i = 0; i < M-1; i = i + 1) begin
                    delay_reg[i+1] <= delay_reg[i];
                end
            end
        end
    end
end
endgenerate
always @(posedge clk) begin
    if (rst) begin
        cycle_reg <= 0;
    end else begin
        if (input_tready & input_tvalid) begin
            if (cycle_reg < RMAX - 1 && cycle_reg < rate - 1) begin
                cycle_reg <= cycle_reg + 1'b1;
            end else begin
                cycle_reg <= 0;
            end
        end
    end
end
endmodule
==> /design/flow/run.sh <==
#!/bin/bash
# OpenROAD 26Q1-2900-gdf79404cd8, Yosys 0.63+post, stock flow scripts
make -C /OpenROAD-flow-scripts/flow DESIGN_CONFIG=/design/flow/config.mk WORK_HOME=/design/flow/orfs finish
==> /design/flow/config.mk <==
export PLATFORM = sky130hd
export DESIGN_NAME = cic_decimator
export DESIGN_NICKNAME = cic_decimator
export VERILOG_FILES = /design/flow/design.v
export SDC_FILE = /design/flow/constraint.sdc
export NUM_CORES = 4
export LEC_CHECK = 1
export CORE_UTILIZATION = 30
export SYNTH_HDL_FRONTEND = slang
==> /design/flow/constraint.sdc <==
current_design cic_decimator

set clk_period 6.6
set clk_io_pct 0.2

create_clock -name clk0 -period $clk_period [get_ports {clk}]

set non_clock_inputs [all_inputs -no_clocks]
set_input_delay [expr $clk_period * $clk_io_pct] -clock clk0 $non_clock_inputs
set_output_delay [expr $clk_period * $clk_io_pct] -clock clk0 [all_outputs]
==> flow_metrics.tcl <==
# collected from the flow reports
set metrics [dict create \
    wirelength_um 12500 \
    netSwitchingPower_mw 0.555 \
    p_leak_nw 3.23 \
    r2r_cells 10 \
    postCtsSetupBuffers 0 \
    die_y_um 157 \
    io_buffers 41 \
    numCtsBuffers 9 \
    final_cell_area_mm2 0.00828 \
    drive_gt1_share_pct 4.35 \
    async_reset_ff_share_pct 0 \
    slew_headroom_pct 50.4 \
    fin_total_pwr_mw 1.92 \
    r2r-end "comb_reg[1][14]$_SDFFCE_PN0P_" \
    fmax_mhz 267 \
    drt_first_pass_iters 4 \
    fin_skew_ns 0.0102 \
    switching_share_pct 28.9 \
    ff2ff_setup_slack_ns 3.94 \
    ys_area_mm2 0.00723 \
    final_common_cell "edfxtp_1" \
    routed.top_layer "met4" \
    fp_util_pct 30.7 \
    slowest_stage "or4_2" \
    place_congestion 0.842 \
    period_needed_ns 3.75 \
    grt_setup_unrepaired "no" \
    cts.clk_slew.worst_paths_ns 0.07 \
    cts_resized 0 \
    startpoint_type "primary input" \
    die_area_mm2 0.0247 \
    clock_latency_ns 0.35 \
    hp-start "cycle_reg[0]$_SDFFE_PP0P_" \
    clkPwrFrac_pct 27.7 \
    maxSlewViolCount 0 \
    ys_ff 110 \
    wl_met1_um 6080 \
    drt-wirelength-per-cell_um 11.6 \
    antenna_left 0 \
    ctsLongestPathBuffers 2 \
    hold_end "cycle_reg[0]$_SDFFE_PP0P_" \
    lay_top_cells "108 x edfxtp_1, 73 x nor2_1, 59 x inv_1" \
    ctsHoldBuffers 0 \
    ys_cells 722 \
    ios 42 \
    tns_ns 0 \
    grt_pass1_wl_um 21200 \
    grt_antenna_before_repair 0 \
    coreArea_mm2 0.0235 \
    edf_count 108 \
    crit_chain "clkdlybuf4s50_1 > nor4b_1 > nand4_1 > or3_1 > or4_2 > a211oi_2 > nand2b_1" \
    synthesis.area_mm2 0.00723 \
    finalSetupViolCount 0 \
    numClockSinks 110 \
    syn_avg_cell_area_um2 10.0 \
    htreeDepth 3 \
    cp_data_required_time_ns 6.82 \
    final.period_utilization_pct 56.8 \
    wl_met3_um 519 \
    grt.overflow.total 0 \
    dpl.hpwl_um 9120 \
    yosys.area.top_type_share_pct 44.9 \
    holdCritPathClass "register to register" \
    seqPwrFrac_pct 45.8 \
    root_buffer "clkbuf_16" \
    num_antenna_cells 0 \
    internal_power_mw 1.37 \
    comb_power_share_pct 26.5 \
    drt-vias-per-instance 4.70 \
    drtIter0Drc 248 \
    rr_startpoint "comb_reg[0][0]$_SDFFCE_PN0P_" \
    utilization_pct 35.2 \
    worstPathArrival_ns 3.97 \
    drv_cap 0 \
    wl_met2_um 5730 \
    rows 56 \
    vias 5063 \
    ir_worst_vdd_mv 0.115 \
    drc_errors 0 \
    status "finished, final reports clean" \
    synth_seq_share_pct 45.4 \
    ff_type "edfxtp_1" \
    warnings 27 \
    power.density_mw_per_mm2 232 \
    synth_cell_type_count 62 \
    path_class "primary input to register" \
    hold_depth 2 \
    synth_area_leader_cell "edfxtp_1" \
    synth_cells 722 \
    cp-end-kind "register" \
    grt_pass1_vias 4495 \
    grt_max_degree 53 \
    cts_tree "done" \
    worst_slew_pin_slew_ns 0.744 \
    placed_area_mm2 0.00799 \
    syn2layout_area_growth_pct 14.4 \
    slowest_delay_ns 0.59 \
    yosysWarnings 0 \
    finalHoldViolations 0 \
    fp.dieW_um 157 \
    area_leaders "edfxtp_1 45%, ha_1 9.9%, nor2_1 3.8%" \
    path_max_fanout 13 \
    track_usage_pct 10.9 \
]
worst max-delay path: cells and delay by family:
kind                   cells  cell delay, ns
AOI/OAI and AO/OA          1            0.22
buffers and inverters      1            0.39
and+or+nand+nor            5            2.03
layout make-up:
class | count | area, um2
tap | 319 | 399
inverter | 59 | 221
clock inverter | 6 | 60.1
sequential | 110 | 3280
clock buffer | 9 | 225
multi-input combinational | 531 | 3650
timing repair buffer | 44 | 433
fill | 2362 | 15300
power groups by stage:
| stage | clock network [mW] | logic, mW | registers, mW |
|---|---|---|---|
| 4_1_cts | 0.550 | 0.511 | 0.881 |
| 5_1_grt | 0.574 | 0.576 | 0.891 |
| 6_report | 0.533 | 0.508 | 0.880 |
layer usage:
layer	global-route usage [%]	vias up
li1	-	2711
met1	15.8	2262
met2	18.0	80
met3	2.44	10
met4	1.16	0
met5	0	-
Yosys cell counts, types with 3 or more instances:
library cell and number:
edfxtp_1 108, nor2_1 74, inv_1 59, ha_1 57, a21oi_1 43, and2_1 41, nand2_1 31, nor3_1 28
xnor2_1 27, o21ai_0 25, a21o_1 24, clkbuf_1 21, o21a_1 19, xor2_1 18, nand3_1 14, and3_1 10
nand4_1 10, o211ai_1 8, or2_2 7, or3_1 7, a211oi_1 6, nand2b_1 6, o22ai_1 6, a21boi_0 5
nor2b_1 5, nor4_1 5, o31ai_1 5, nor3b_1 4, fa_1 3, o32ai_1 3, or3_4 3
metrics by stage:
stage               std cells  hold WS (ns)  worst slack (ns)
floorplan                 722         0.464              3.01
global placement         1063         0.488              2.48
detailed placement       1063         0.498              2.47
CTS                      1078         0.508              2.84
global route             1078         0.555              2.66
finish                   1078         0.505              2.85
worst max-delay path by stage:
stage / start / end / slack, ns
global route: input_tdata[1] / int_reg[0][17]$_DFFE_PP_ / 2.66
CTS: input_tdata[1] / int_reg[0][17]$_DFFE_PP_ / 2.84
finish: input_tdata[1] / int_reg[0][17]$_DFFE_PP_ / 2.85
kinds of logic after synthesis:
kind of cell    synth area share (%)
compound gates                  15.8
buf+inv                         4.20
flops                           45.4
mux                            0.277
simple gates                    18.2
fa+ha+maj                       10.7
xor+xnor                        5.45
Power and IR drop assume default switching activity.
