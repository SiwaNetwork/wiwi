==> ./design.v <==
module spi_csr_interface #(
    parameter BASE_ADDR = 8'h00   
)(
    input wire clk,
    input wire rst_n,
    input wire [7:0] sys_addr,       
    input wire [7:0] sys_data_in,    
    output reg [7:0] sys_data_out,   
    output reg sys_ack,              
    input wire sys_read_write,       
    input wire sys_strobe            
);
    reg [7:0] scratch_pad [0:7];
    wire [7:0] version_major = 8'h01;
    wire [7:0] version_minor = 8'h00;
    wire [7:0] offset_addr = sys_addr - BASE_ADDR;
    always @(posedge clk or negedge rst_n) begin
        if (!rst_n) begin
            sys_ack <= 1'b0;
            sys_data_out <= 8'b0;
        end else if (sys_strobe) begin
            sys_ack <= 1'b1;
            if (sys_addr >= BASE_ADDR && sys_addr < (BASE_ADDR + 8'h0A)) begin
                case (offset_addr)
                    8'h00, 8'h01, 8'h02, 8'h03, 8'h04, 8'h05, 8'h06, 8'h07: begin
                        if (sys_read_write) begin
                            scratch_pad[offset_addr[2:0]] <= sys_data_in;
                        end else begin
                            sys_data_out <= scratch_pad[offset_addr[2:0]];
                        end
                    end
                    8'h08: begin
                        sys_data_out <= version_major;
                    end
                    8'h09: begin
                        sys_data_out <= version_minor;
                    end
                    default: sys_data_out <= 8'h00;
                endcase
            end else begin
                sys_ack <= 1'b0;
                sys_data_out <= 8'h00;
            end
        end else begin
            sys_ack <= 1'b0;
        end
    end
endmodule
==> ./run.sh <==
#!/bin/bash
# OpenROAD 26Q1-2900-gdf79404cd8, Yosys 0.63+post, stock flow scripts
make -C /OpenROAD-flow-scripts/flow DESIGN_CONFIG=/design/flow/config.mk WORK_HOME=/design/flow/orfs finish
==> ./config.mk <==
export PLATFORM = sky130hd
export DESIGN_NAME = spi_csr_interface
export DESIGN_NICKNAME = spi_csr_interface
export VERILOG_FILES = /design/flow/design.v
export SDC_FILE = /design/flow/constraint.sdc
export NUM_CORES = 4
export LEC_CHECK = 1
export CORE_UTILIZATION = 50
==> ./constraint.sdc <==
current_design spi_csr_interface

set clk_period 2.6
set clk_io_pct 0.2

create_clock -name clk0 -period $clk_period [get_ports {clk}]

set non_clock_inputs [all_inputs -no_clocks]
set_input_delay [expr $clk_period * $clk_io_pct] -clock clk0 $non_clock_inputs
set_output_delay [expr $clk_period * $clk_io_pct] -clock clk0 [all_outputs]
==> flow_summary.json <==
{
  "pwr-share-seq_pct": 56.8,
  "num_vias": 1758,
  "final_antenna_net_count": 0,
  "p_switching_mw": 0.471,
  "htree_num_levels": 3,
  "via_per_inst": 5.53,
  "cellInternalPower_mw": 1.78,
  "cp-end-kind": "flip-flop",
  "status": "completed",
  "xor_share_pct": 0,
  "p_leak_nw": 1.33,
  "cts_buffer_depth": 2,
  "synthToLayoutAreaGrowth_pct": 21.6,
  "drtIter0Drc": 117,
  "slew_headroom_pct": 76.1,
  "p_clk_share_pct": 36.6,
  "cts_setup_buffers": 0,
  "grt_usage_pct": 21.5,
  "max-vdd-ir-drop_mv": 0.376,
  "numCtsBuffers": 9,
  "place_hpwl_um": 4110,
  "fin_area_mm2": 0.00365,
  "logic_family": "simple AND/OR/NAND/NOR gates",
  "synth_warnings": 2,
  "antennaDiodeCount": 0,
  "hold_class": "flip-flop to flip-flop",
  "grt_pass1_wl_um": 8960,
  "ys.flops": 73,
  "wl_met2_um": 2530,
  "grt_max_degree": 29,
  "cts_tree": "done",
  "edf_count": 64,
  "comb_power_share_pct": 6.6,
  "drt_pre_antenna_iters": 7,
  "start_kind": "input port",
  "clock_latency_ps": 340,
  "ff_type": "edfxtp_1",
  "critical_path_class": "input port to flip-flop",
  "adder_share_pct": 0,
  "hold_slack_ps": 477,
  "largest_area_cell": "edfxtp_1",
  "hold_violations": 0,
  "die_w_um": 79.5,
  "wl_um": 5790,
  "synthDistinctLibCells": 36,
  "core_mm2": 0.00564,
  "netlist_top_cells_area": "edfxtp_1 64%, dfrtp_1 7.5%, mux2i_1 7.0%, nor2_1 1.9%, o31ai_1 1.7%",
  "dp_slack_ps": 117,
  "p_per_area_mw_per_mm2": 615,
  "total_power_mw": 2.25,
  "ys_seq_share_pct": 71.4,
  "drive_above_1_share_pct": 17.5,
  "wl_met3_um": 623,
  "row_count": 27,
  "drv_cap": 0,
  "yosysCellCount": 191,
  "postLayoutCoreUtil_pct": 64.8,
  "fin_ws_ps": 519,
  "clock_skew_ps": 7.18,
  "synth_area_mm2": 0.00301,
  "postSynth.asyncResetShare_pct": 12.3,
  "layout_min_cycle_time_ps": 2080,
  "placed_area_mm2": 0.00347,
  "overflow": 0,
  "ioPinCount": 29,
  "wl_met1_um": 2550,
  "tightestPinTransition_ps": 356,
  "ys_sh_mux_pct": 7.37,
  "setup_viol": 0,
  "cts-resized-gates": 0,
  "simple_gate_share_pct": 9.45,
  "dieArea_mm2": 0.00633,
  "holdBufCountCts": 0,
  "fillers": 393,
  "clkTransAtPathRegs_ps": 70,
  "wl_per_cell_um": 18.2,
  "final.setup.tns_ps": 0,
  "cp_data_required_time_ps": 2660,
  "antenna_found_initial": 0,
  "final_cell_count_no_fill": 318,
  "cts_root_buffer": "clkbuf_8",
  "slew_violations": 0,
  "timing.fmax_ghz": 0.481,
  "highest_layer": "met4",
  "rsz0062_at_grt": "no",
  "grt_pass1_vias": 1815,
  "crit_arrival_ps": 2140,
  "warning_count": 25,
  "cp_max_fo": 5,
  "top_area_share_pct": 63.9,
  "synthCells": 191,
  "period_used_pct": 80.0,
  "die_h_um": 79.5,
  "dp_cells": 303,
  "power_switching_share_pct": 21.0,
  "fp_util_pct": 53.3,
  "synthAoiAreaFrac_pct": 9.16,
  "gp_congestion": 0.850,
  "drc": 0,
  "yosys_area_mm2": 0.00301,
  "postSynthAreaPerCell_um2": 15.7,
  "port-buffer-count": 28,
  "cts.sink_count": 73
}
## power groups by stage
stage	clock (mW)	combinational, mW	sequential (mW)
final	0.822	0.148	1.28
after CTS	0.839	0.148	1.28
after global routing	0.893	0.161	1.28
## state kept, by name (all words and copies together) (netlist names)
signal        cells
scratch_pad      64
sys_ack           1
sys_data_out      8
## cell usage after synthesis, drive strengths merged, types with 2 or more instances
library cell  number
edfxtp            64
mux2i             21
nor2              15
nand2             10
buf                9
dfrtp              9
nand2b             7
o31ai              7
a21oi              6
a211oi             5
a2bb2oi            4
and3               4
nor3               4
o22ai              4
nand3              3
o21ai              3
nor2b              2
nor3b              2
## per-layer routing
layer	vias up	GRT usage (%)
met3	9	11.9
met4	0	3.45
met2	87	29.1
met5	-	3.64
met1	822	34.2
li1	840	-
## cell usage in the layout, fill, tap and decap left out, drive strengths merged, types with 3 or more instances in the layout
cell type	Yosys	layout
nand2	10	10
o21ai	3	3
mux2i	21	21
clkdlybuf4s50	0	28
o31ai	7	7
clkbuf	0	9
a211oi	5	5
nand2b	7	7
edfxtp	64	64
clkinv	0	3
nor2	15	15
buf	9	21
o22ai	4	4
dfrtp	9	9
a21oi	6	6
a2bb2oi	4	4
nand3	3	3
and3	4	4
nor3	4	4
## path summary, 6_finish.rpt
| check | slack [ps] | endpoint | depth (start not counted) | startpoint |
|---|---|---|---|---|
| worst max-delay path | 520 | scratch_pad[5][0] | 6 | sys_addr[5] |
| worst min-delay path | 480 | sys_data_out[5] | 2 | sys_data_out[5] |
| worst max register to register | 1220 | sys_data_out[2] | 4 | scratch_pad[3][2] |
| worst min register to register | 480 | sys_data_out[5] | 2 | sys_data_out[5] |
| max in group asynchronous | 1940 | sys_data_out[7] | 2 | rst_n |
| min in group asynchronous | 520 | sys_data_out[2] | 2 | rst_n |
## cell type report
class	instances	area [µm²]	share of cell area (%)
clock buffer	9	124	3.39
clock inverter	6	58.8	1.61
inverter	1	3.75	0.103
multi-input combinational	108	781	21.4
sequential	73	2150	58.7
tap	72	90.1	2.46
timing repair buffer	49	450	12.3
## logic make-up after synthesis
kind of cell / Yosys count
flip-flops: 73
AND/OR/NAND/NOR: 51
multiplexers: 22
buffers and inverters: 10
AND-OR/OR-AND: 35
## critical path, cell delays in order
cell             delay, ps
clkdlybuf4s50_1        440
nor4_4                 310
nand4_2                190
or2_4                  290
nor2_1                 210
buf_4                  180
Power is estimated from default activity; no workload was simulated.
